`run.sh`:
```
#!/bin/bash
# OpenROAD 26Q1-2900-gdf79404cd8, Yosys 0.63+post, stock flow scripts
make -C /OpenROAD-flow-scripts/flow DESIGN_CONFIG=/design/flow/config.mk WORK_HOME=/design/flow/orfs finish
```
`config.mk`:
```
export PLATFORM = sky130hd
export DESIGN_NAME = trafic
export DESIGN_NICKNAME = trafic
export VERILOG_FILES = /design/flow/design.v
export SDC_FILE = /design/flow/constraint.sdc
export NUM_CORES = 4
export LEC_CHECK = 1
export CORE_AREA = 10 10 91 91
export DIE_AREA = 0 0 101 101
```
`constraint.sdc`:
```
current_design trafic

set clk_period 2.3
set clk_io_pct 0.2

create_clock -name clk0 -period $clk_period [get_ports {clk}]

set non_clock_inputs [all_inputs -no_clocks]
set_input_delay [expr $clk_period * $clk_io_pct] -clock clk0 $non_clock_inputs
set_output_delay [expr $clk_period * $clk_io_pct] -clock clk0 [all_outputs]
```
`design.v`:
```
module trafic(clk, rst_n, o_red, o_yellow, o_green);
  input   clk, rst_n;
  output reg  o_red, o_yellow, o_green;
  parameter RED_TIME     = 5;
  parameter GREEN_TIME   = 5;
  parameter YELLOW1_TIME = 1;
  parameter YELLOW2_TIME = 2;
  localparam RED     = 2'b00;
  localparam GREEN   = 2'b11;
  localparam YELLOW1 = 2'b01;
  localparam YELLOW2 = 2'b10;
  reg   end_green, end_red, end_yellow1, end_yellow2;
  reg   [1:0] state, next_state;
  reg   count_rst_n;
  reg   [10:0] count;
  always @(posedge clk or negedge rst_n) begin
    if(!rst_n) count <= 0;
    else if(!count_rst_n)  count <= 0;
         else count = count + 1'b1;
  end
  always @(state or count) begin
    next_state  = state;
    count_rst_n = 1'b1;
    case(state)
        RED:      if(count == RED_TIME) begin
                    next_state = YELLOW1;
                    count_rst_n = 1'b0;
                  end
        YELLOW1:  if(count == YELLOW1_TIME) begin
                    next_state = GREEN;
                    count_rst_n = 1'b0;
                  end
        GREEN:    if(count == GREEN_TIME) begin
                    next_state = YELLOW2;
                    count_rst_n = 1'b0;
                  end
        YELLOW2:  if(count == YELLOW2_TIME) begin
                    next_state = RED;
                    count_rst_n = 1'b0;
                  end
    endcase    
  end
  always @(posedge clk or negedge rst_n) begin
    if(!rst_n) state <= RED;
    else state <= next_state;
  end
    always @(state) begin
	     o_red = 0;
	     o_green = 0;
	     o_yellow = 0;
	   case(state)
		  RED: o_red = 1;
		  YELLOW1: o_yellow = 1;
		  GREEN: o_green = 1;
		  YELLOW2: o_yellow = 1;	
	   endcase
    end
endmodule
```
==> flow_summary.yaml <==
# synthesis and place-and-route metrics
critical_path:
  setup.worst_path.start: "state[1]"
  path_max_fanout: 7
  worst_setup_path_start_kind: "flip-flop"
  r2r_end: "count[3]"
  cp-end-kind: "output port"
  crit_end: "o_red"
  crit_type: "flip-flop to output port"
  cp.arrival_ns: 1.59
  reg2reg_from: "count[9]"
  rrSetupSlack_ns: 0.63
  reg2regPathDepth: 3
  cp.required_ns: 1.84
floorplanning:
  num_rows: 29
  fp.dieW_um: 101
  fp_util_pct: 13.28
  fp.coreArea_um2: 6350
  chip_area_um2: 10200
  io_pins: 5
  die_y_um: 101
final_timing:
  tightest_slew_ns: 0.6597
  hold_ws_ns: 0.5184
  drv_slew: 0
  hold_viol: 0
  finClkSkew_ns: 0.001325
  finalSetupTns_ns: 0
  max-slew-margin-rel_pct: 55.88
  period_used_pct: 89.28
  setup_viol_count_final: 0
  rsz0062_at_grt: "false"
  fmax_mhz: 487.0
  period_needed_ns: 2.054
power_and_ir_drop:
  leakage_nw: 0.4293
  vdd_ir_drop_max_uv: 280.7
  p_total_uw: 485.9
  power_density_nw_per_um2: 477.6
clocking:
  clkLatencyLatePin_ns: 0.25
  cts_hold_buffers: 0
  cts_resized: 0
  cts_tree: "built"
  clock-root-buffer: "clkbuf_8"
  cts_buffers: 3
  clk_path_buf_depth: 2
  post_cts_buffers: 0
  path_clk_slew_ns: 0.06
  cts.htree.levels: 1
  cts_sinks: 15
routing:
  drt-initial-drc-count: 31
  wl_per_cell_um: 9.580
  vias: 617
  drc: 0
  firstDrtPassIters: 4
  drt-total-wl_mm: 1.552
  antennaDiodeCount: 0
  via_per_inst: 3.809
  postRouteAntennaNets: 0
synthesis:
  ys_types: 32
  muxShareOfSynthArea_pct: 0
  yosysWarnings: 1
  synthXorXnorAreaFrac_pct: 8.309
  ys_sh_adder_pct: 4.451
  synthTopLogicFamily: "simple AND/OR/NAND/NOR gates"
  ys.flops: 15
  synth-seq-area-share_pct: 44.66
  netlist_instances: 79
  synthFlopType: "dfrtp_1"
  yosys_area_um2: 843.3
  netlist_area_um2: 843.3
  ys_cells: 79
  edf_count: 0
  synth-compound-area-share_pct: 18.99
  async_flop_share_pct: 100.0
  synth-simple-area-share_pct: 19.88
  syn_area_per_cell_um2: 10.67
global_route:
  grt_usage_pct: 3.352
  antenna_found_initial: 0
  grt_pass1_wl_mm: 2.842
  grt_pass1_vias: 597
  grt_max_degree: 16
  grt_overflow_total: 0
layout:
  syn2layout_area_growth_pct: 20.62
  drive_gt1_share_pct: 15.29
  utilization_pct: 16.02
  mostFrequentLayoutCells: "dfrtp_1 (14), inv_1 (6), nor2_1 (6), xor2_1 (6)"
  logic_area_um2: 435.4
  lay_top_count: "dfrtp_1"
  n_fill_cell: 686
  seqCellArea_um2: 376.6
placement:
  dpl.hpwl_mm: 1.132
  routabilityCongestion: 0.7990
  port_buffers: 4
flow_run:
  warnings: 27
  drv_cap: 0
min_path:
  hp-class: "flip-flop to flip-flop"
run_status:
  status: "completed"
-- final cells by class --
type	instances	area share [%]
multi-input cells	56	42.80
flip-flops and latches	15	37.02
well taps	77	9.471
clock buffers	3	4.059
repair buffers	4	3.936
inverters	6	2.214
clock inverters	1	0.4920
-- power by group --
group	leakage [nW]	internal, mW	switching (mW)
Clock	0.0255	0.120	0.0957
Combinational	0.197	0.00149	0.00485
Sequential	0.207	0.264	0
Total	0.429	0.385	0.101
-- cells by family after synthesis --
kind of cell | Yosys count
AND-OR/OR-AND | 17
flip-flops | 15
AND/OR/NAND/NOR | 28
XOR/XNOR | 8
buffers and inverters | 8
adder cells (fa/ha/maj) | 3
-- per-stage QoR --
step | worst slack [ns] | std cells | area (um2)
2_1_floorplan | 0.7329 | 79 | 843.3
3_3_place_gp | 0.5190 | 158 | 970.9
3_5_place_dp | 0.4995 | 158 | 970.9
4_1_cts | 0.2214 | 162 | 1017
5_1_grt | 0.1306 | 162 | 1017
6_report | 0.2465 | 162 | 1017
-- synth_stat cells (2+ instances only) --
cell	count	area (um2)
inv_1	6	22.52
a21oi_1	2	10.01
nor2_1	6	22.52
xor2_1	6	52.55
a41oi_1	4	35.03
nand2_1	4	15.01
and3_1	2	12.51
ha_1	3	37.54
nand3_1	4	20.02
a31oi_1	3	18.77
or4_4	2	22.52
xnor2_1	2	17.52
nor3_1	2	10.01
nor4_2	2	25.02
dfrtp_1	14	350.3
-- critical path, stage by stage (launching register included) --
cell and delay (ns):
dfrtp_1 0.45, or2_2 0.34, nor2_1 0.09, clkdlybuf4s50_1 0.47
-- metal layers --
| layer | global-route usage [%] | part of all wire (%) |
|---|---|---|
| met3 | 1.940 | 9.1 |
| met1 | 4.674 | 49 |
| met4 | 0.4287 | 0.90 |
| met5 | 0 | 0 |
| met2 | 4.472 | 41 |
-- state kept, by name, indices dropped and copies added (netlist names) --
register	count
count	11
state	4
-- worst min-delay path by stage --
stage	from	end	slack (ns)	depth (start not counted)
4_1_cts	count[10]	count[10]	0.52	1
5_1_grt	count[10]	count[10]	0.55	1
6_report	count[10]	count[10]	0.52	1
Power figures rest on the tool's default switching activity, not on a simulated workload.
